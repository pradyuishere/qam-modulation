[./run.sh]
#!/bin/bash
# OpenROAD 26Q1-2900-gdf79404cd8, Yosys 0.63+post, stock flow scripts
make -C /OpenROAD-flow-scripts/flow DESIGN_CONFIG=/design/flow/config.mk WORK_HOME=/design/flow/orfs finish
[./config.mk]
export PLATFORM = sky130hd
export DESIGN_NAME = qam_mixer
export DESIGN_NICKNAME = qam_mixer
export VERILOG_FILES = /design/flow/design.v
export SDC_FILE = /design/flow/constraint.sdc
export NUM_CORES = 4
export LEC_CHECK = 1
export CORE_AREA = 10 10 81 81
export DIE_AREA = 0 0 91 91
[./constraint.sdc]
current_design qam_mixer

set clk_period 4.9
set clk_io_pct 0.2

create_clock -name clk0 -period $clk_period [get_ports {clk}]

set non_clock_inputs [all_inputs -no_clocks]
set_input_delay [expr $clk_period * $clk_io_pct] -clock clk0 $non_clock_inputs
set_output_delay [expr $clk_period * $clk_io_pct] -clock clk0 [all_outputs]
[./design.v]
module qam_mixer(
  input clk,
  input rst,
  input signed [1:0] data_in,
  input signed [7:0] sin_in,
  input signed [7:0] cos_in,
  output signed [7:0] signal_out
  );
  reg signed [7:0] cos_part;
  reg signed [7:0] sin_part;
  always@(posedge clk)
  begin
    if (~rst)
    begin
      sin_part = 0;
      cos_part = 0;
    end
    else
    begin
      if (data_in[1] == 0) sin_part = ~sin_in + 1;
      if (data_in[1] == 1) sin_part = sin_in;
      if (data_in[0] == 0) cos_part = ~cos_in + 1;
      if (data_in[0] == 1) cos_part = cos_in;
    end
  end  
  assign signal_out = sin_part + cos_part;
  endmodule
==> flow_summary.json <==
{
  "vias_per_cell": 4.15,
  "max-clock-path-buffers": 2,
  "finalMaxSlewViolations": 0,
  "power.sequential.fraction_pct": 42.3,
  "pre_cts_ws_ns": 2.01,
  "postLayoutSetupSlackWorst_ns": 1.77,
  "global_route.overflow_total": 0,
  "n_antenna_cell": 0,
  "drcViolationCount": 0,
  "final_layout_top_logic_cells": "27 x sky130_fd_sc_hd__clkdlybuf4s50_1, 16 x sky130_fd_sc_hd__dfxtp_1, 13 x sky130_fd_sc_hd__inv_1, 13 x sky130_fd_sc_hd__a21oi_1",
  "worst_hold_slack_ns": 1.31,
  "die_width_microns": 91,
  "worst_ir_drop_vdd_mv": 0.0820,
  "critical_path_class": "reg2out",
  "timing.critical_path.required_ns": 3.92,
  "power_density_nw_per_um2": 236,
  "switching_share_pct": 24.7,
  "met1Wirelength_microns": 1190,
  "cts_setup_buffers": 0,
  "synth_flops": 16,
  "routed-wl-met3_microns": 153,
  "synthesis.area_per_instance_sq_um": 8.23,
  "status": "finished clean",
  "cts-root-buf": "sky130_fd_sc_hd__clkbuf_8",
  "detail_route.iter0.violations": 29,
  "drt_pre_antenna_iters": 4,
  "grt_setup_unrepaired": "no",
  "ys_chip_area_sq_um": 1050,
  "maximum_number_of_pins_on_one_net_before_global_route_repair": 14,
  "synth-main-ff-cell": "sky130_fd_sc_hd__dfxtp_1",
  "ctsHtreeMaxLevel": 1,
  "cts_hold_buf": 0,
  "synth.yosys.num_cells": 128,
  "most_numerous_logic_cell_after_layout": "sky130_fd_sc_hd__clkdlybuf4s50_1",
  "number_of_flops_mapped_to_enable_cells_by_yosys": 0,
  "fillerInstances": 532,
  "yosysTopAreaCellShare_pct": 30.4,
  "worstPathArrival_ns": 2.15,
  "max_slew.worst_pin.slew_ns": 0.434,
  "total_setup_violations_reported_at_the_end_of_the_flow": 0,
  "coreArea_sq_um": 4820,
  "finalHoldViolCount": 0,
  "wl_per_cell_microns": 10.5,
  "wirelength_microns": 2340,
  "final-comb-area_sq_um": 668,
  "die_h_microns": 91,
  "clock_sink_count": 16,
  "tns_ns": 0,
  "timing.slew.headroom_pct": 70.9,
  "layout_min_cycle_time_ns": 3.13,
  "dpl.cell_count": 219,
  "post_synth_main_area_contributors": "sky130_fd_sc_hd__dfxtp_1 30%, sky130_fd_sc_hd__ha_1 11%, sky130_fd_sc_hd__mux2i_1 7.6%",
  "area.growth.synth_to_final_pct": 36.3,
  "portBuffers": 27,
  "async_flop_share_pct": 0,
  "cp_max_fo": 3,
  "syn_inst": 128,
  "yosysWarningCount": 1,
  "start_kind": "flop",
  "highest-signal-layer": "met4",
  "synth.largest_area_cell": "sky130_fd_sc_hd__dfxtp_1",
  "synthesis.area_sq_um": 1050,
  "clkTransAtPathRegs_ns": 0.06,
  "met2WireLength_microns": 956,
  "cts_inserted_buffers": 3,
  "power_report.internal_total_mw": 0.255,
  "detailroute.via_count": 921,
  "floorplan.io_pins": 28,
  "warning_count": 25,
  "die_area_sq_um": 8280,
  "final_cells": 222,
  "max_cap_viol_count": 0,
  "cp-end-kind": "output pin",
  "clock.fmax_mhz": 319,
  "hpwl_microns": 1980,
  "p_leak_nw": 0.598,
  "pwr-share-comb_pct": 30.3,
  "final.period_utilization_pct": 63.9,
  "fp-row-count": 25,
  "synth.distinct_cells": 31,
  "layout-drive-gt1-share_pct": 3.23,
  "routabilityCongestion": 0.763,
  "first_global_vias": 918,
  "clockPowerShare_pct": 27.3,
  "worstHoldPathType": "in2reg",
  "ctsResizeCount": 0,
  "ff_latch_area_sq_um": 320,
  "power_switching_mw": 0.0836,
  "clock_tree_from_tritoncts": "done",
  "global_route_wire_length_before_repair_microns": 4090,
  "power.total_mw": 0.338,
  "ys_seq_share_pct": 30.4,
  "drtAntennaViolNets": 0,
  "groute.usage.overall_pct": 5.80,
  "grt_antenna_before_repair": 0,
  "floorplanUtilization_pct": 21.9
}
sequential cells by signal, indices dropped and copies added, names as in the netlist:
name,flops
cos_part,8
sin_part,8
cell type report:
| type | instances | area share (%) |
|---|---|---|
| flip-flops and latches | 16 | 22.3 |
| clock buffers | 3 | 2.87 |
| inverters | 14 | 3.66 |
| repair buffers | 27 | 18.8 |
| well taps | 67 | 5.84 |
| multi-input cells | 95 | 46.5 |
through the flow:
step / cell area (sq um) / utilization [%]
3_5_place_dp: 1400 / 29.0
6_report: 1440 / 29.8
3_3_place_gp: 1400 / 29.0
2_1_floorplan: 1050 / -
4_1_cts: 1440 / 29.8
5_1_grt: 1440 / 29.8
power by group through the flow:
stage / clock, mW / combinational (mW) / sequential [mW]
CTS: 0.0960 / 0.105 / 0.143
global route: 0.105 / 0.119 / 0.144
finish: 0.0925 / 0.103 / 0.143
cell usage after synthesis, drive strengths merged (2+ instances only):
| master | instances |
|---|---|
| o311ai | 2 |
| nor3b | 3 |
| ha | 9 |
| nand2b | 5 |
| a31oi | 4 |
| nor2 | 7 |
| or3 | 6 |
| nor3 | 5 |
| o211ai | 3 |
| xor2 | 2 |
| nor2b | 2 |
| clkbuf | 2 |
| a21oi | 13 |
| xnor2 | 2 |
| inv | 13 |
| nand2 | 9 |
| dfxtp | 16 |
| o21ai | 8 |
| mux2i | 8 |
cell families (layout without fill, tap and decap cells):
kind of cell,Yosys count,count (layout),synth area share (%)
and+or+nand+nor,37,37,19.1
AOI/OAI and AO/OA,36,36,20.8
buffers and inverters,17,44,6.18
DFF,16,16,30.4
adders and majority gates,10,10,12.6
muxes,8,8,7.60
xor gates and xnor gates,4,4,3.33
path summary, 6_finish.rpt:
check             slack, ns         from  cells after the start             to
hold / removal         1.31    sin_in[7]                      3    sin_part[7]
setup / recovery       1.77  cos_part[0]                      7  signal_out[6]
critical path, cell delays in order, from the launching register on:
cell and delay (ns):
sky130_fd_sc_hd__dfxtp_1 0.30, sky130_fd_sc_hd__ha_1 0.22, sky130_fd_sc_hd__inv_1 0.07, sky130_fd_sc_hd__fa_1 0.24, sky130_fd_sc_hd__nor2b_4 0.06, sky130_fd_sc_hd__o31a_1 0.25
sky130_fd_sc_hd__o311ai_1 0.26, sky130_fd_sc_hd__clkdlybuf4s50_1 0.51
metal layers:
metal / GRT usage (%) / vias up
met4: 1.17 / 0
li1: - / 507
met3: 1.83 / 2
met5: 0 / -
met2: 8.53 / 26
met1: 8.18 / 386
Power figures rest on the tool's default switching activity, not on a simulated workload.
