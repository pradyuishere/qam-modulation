===== design.v =====
module sin_cos (
  input Clk,
  output reg signed [7:0] data_sin,
  output reg signed [7:0] data_cos);
    reg [7:0] sine [0:359];
    integer i_sin;
    integer i_cos;
    initial begin
        i_sin = 0;
        i_cos = 90;
        sine[0] = 0;
        sine[0] = 0;
        sine[1] = 1;
        sine[2] = 2;
        sine[3] = 3;
        sine[4] = 4;
        sine[5] = 5;
        sine[6] = 6;
        sine[7] = 7;
        sine[8] = 8;
        sine[9] = 10;
        sine[10] = 11;
        sine[11] = 12;
        sine[12] = 13;
        sine[13] = 14;
        sine[14] = 15;
        sine[15] = 16;
        sine[16] = 17;
        sine[17] = 18;
        sine[18] = 19;
        sine[19] = 20;
        sine[20] = 21;
        sine[21] = 22;
        sine[22] = 23;
        sine[23] = 25;
        sine[24] = 26;
        sine[25] = 27;
        sine[26] = 28;
        sine[27] = 29;
        sine[28] = 30;
        sine[29] = 31;
        sine[30] = 31;
        sine[31] = 32;
        sine[32] = 33;
        sine[33] = 34;
        sine[34] = 35;
        sine[35] = 36;
        sine[36] = 37;
        sine[37] = 38;
        sine[38] = 39;
        sine[39] = 40;
        sine[40] = 41;
        sine[41] = 41;
        sine[42] = 42;
        sine[43] = 43;
        sine[44] = 44;
        sine[45] = 45;
        sine[46] = 46;
        sine[47] = 46;
        sine[48] = 47;
        sine[49] = 48;
        sine[50] = 49;
        sine[51] = 49;
        sine[52] = 50;
        sine[53] = 51;
        sine[54] = 51;
        sine[55] = 52;
        sine[56] = 53;
        sine[57] = 53;
        sine[58] = 54;
        sine[59] = 54;
        sine[60] = 55;
        sine[61] = 55;
        sine[62] = 56;
        sine[63] = 57;
        sine[64] = 57;
        sine[65] = 58;
        sine[66] = 58;
        sine[67] = 58;
        sine[68] = 59;
        sine[69] = 59;
        sine[70] = 60;
        sine[71] = 60;
        sine[72] = 60;
        sine[73] = 61;
        sine[74] = 61;
        sine[75] = 61;
        sine[76] = 62;
        sine[77] = 62;
        sine[78] = 62;
        sine[79] = 62;
        sine[80] = 63;
        sine[81] = 63;
        sine[82] = 63;
        sine[83] = 63;
        sine[84] = 63;
        sine[85] = 63;
        sine[86] = 63;
        sine[87] = 63;
        sine[88] = 63;
        sine[89] = 63;
        sine[90] = 63;
        sine[91] = 63;
        sine[92] = 63;
        sine[93] = 63;
        sine[94] = 63;
        sine[95] = 63;
        sine[96] = 63;
        sine[97] = 63;
        sine[98] = 63;
        sine[99] = 63;
        sine[100] = 63;
        sine[101] = 62;
        sine[102] = 62;
        sine[103] = 62;
        sine[104] = 62;
        sine[105] = 61;
        sine[106] = 61;
        sine[107] = 61;
        sine[108] = 60;
        sine[109] = 60;
        sine[110] = 60;
        sine[111] = 59;
        sine[112] = 59;
        sine[113] = 58;
        sine[114] = 58;
        sine[115] = 58;
        sine[116] = 57;
        sine[117] = 57;
        sine[118] = 56;
        sine[119] = 55;
        sine[120] = 55;
        sine[121] = 54;
        sine[122] = 54;
        sine[123] = 53;
        sine[124] = 53;
        sine[125] = 52;
        sine[126] = 51;
        sine[127] = 51;
        sine[128] = 50;
        sine[129] = 49;
        sine[130] = 49;
        sine[131] = 48;
        sine[132] = 47;
        sine[133] = 46;
        sine[134] = 46;
        sine[135] = 45;
        sine[136] = 44;
        sine[137] = 43;
        sine[138] = 42;
        sine[139] = 41;
        sine[140] = 41;
        sine[141] = 40;
        sine[142] = 39;
        sine[143] = 38;
        sine[144] = 37;
        sine[145] = 36;
        sine[146] = 35;
        sine[147] = 34;
        sine[148] = 33;
        sine[149] = 32;
        sine[150] = 32;
        sine[151] = 31;
        sine[152] = 30;
        sine[153] = 29;
        sine[154] = 28;
        sine[155] = 27;
        sine[156] = 26;
        sine[157] = 25;
        sine[158] = 23;
        sine[159] = 22;
        sine[160] = 21;
        sine[161] = 20;
        sine[162] = 19;
        sine[163] = 18;
        sine[164] = 17;
        sine[165] = 16;
        sine[166] = 15;
        sine[167] = 14;
        sine[168] = 13;
        sine[169] = 12;
        sine[170] = 11;
        sine[171] = 10;
        sine[172] = 8;
        sine[173] = 7;
        sine[174] = 6;
        sine[175] = 5;
        sine[176] = 4;
        sine[177] = 3;
        sine[178] = 2;
        sine[179] = 1;
        sine[180] = 0;
        sine[181] = -1;
        sine[182] = -2;
        sine[183] = -3;
        sine[184] = -4;
        sine[185] = -5;
        sine[186] = -6;
        sine[187] = -7;
        sine[188] = -8;
        sine[189] = -10;
        sine[190] = -11;
        sine[191] = -12;
        sine[192] = -13;
        sine[193] = -14;
        sine[194] = -15;
        sine[195] = -16;
        sine[196] = -17;
        sine[197] = -18;
        sine[198] = -19;
        sine[199] = -20;
        sine[200] = -21;
        sine[201] = -22;
        sine[202] = -23;
        sine[203] = -25;
        sine[204] = -26;
        sine[205] = -27;
        sine[206] = -28;
        sine[207] = -29;
        sine[208] = -30;
        sine[209] = -31;
        sine[210] = -31;
        sine[211] = -32;
        sine[212] = -33;
        sine[213] = -34;
        sine[214] = -35;
        sine[215] = -36;
        sine[216] = -37;
        sine[217] = -38;
        sine[218] = -39;
        sine[219] = -40;
        sine[220] = -41;
        sine[221] = -41;
        sine[222] = -42;
        sine[223] = -43;
        sine[224] = -44;
        sine[225] = -45;
        sine[226] = -46;
        sine[227] = -46;
        sine[228] = -47;
        sine[229] = -48;
        sine[230] = -49;
        sine[231] = -49;
        sine[232] = -50;
        sine[233] = -51;
        sine[234] = -51;
        sine[235] = -52;
        sine[236] = -53;
        sine[237] = -53;
        sine[238] = -54;
        sine[239] = -54;
        sine[240] = -55;
        sine[241] = -55;
        sine[242] = -56;
        sine[243] = -57;
        sine[244] = -57;
        sine[245] = -58;
        sine[246] = -58;
        sine[247] = -58;
        sine[248] = -59;
        sine[249] = -59;
        sine[250] = -60;
        sine[251] = -60;
        sine[252] = -60;
        sine[253] = -61;
        sine[254] = -61;
        sine[255] = -61;
        sine[256] = -62;
        sine[257] = -62;
        sine[258] = -62;
        sine[259] = -62;
        sine[260] = -63;
        sine[261] = -63;
        sine[262] = -63;
        sine[263] = -63;
        sine[264] = -63;
        sine[265] = -63;
        sine[266] = -63;
        sine[267] = -63;
        sine[268] = -63;
        sine[269] = -63;
        sine[270] = -63;
        sine[271] = -63;
        sine[272] = -63;
        sine[273] = -63;
        sine[274] = -63;
        sine[275] = -63;
        sine[276] = -63;
        sine[277] = -63;
        sine[278] = -63;
        sine[279] = -63;
        sine[280] = -63;
        sine[281] = -62;
        sine[282] = -62;
        sine[283] = -62;
        sine[284] = -62;
        sine[285] = -61;
        sine[286] = -61;
        sine[287] = -61;
        sine[288] = -60;
        sine[289] = -60;
        sine[290] = -60;
        sine[291] = -59;
        sine[292] = -59;
        sine[293] = -58;
        sine[294] = -58;
        sine[295] = -58;
        sine[296] = -57;
        sine[297] = -57;
        sine[298] = -56;
        sine[299] = -55;
        sine[300] = -55;
        sine[301] = -54;
        sine[302] = -54;
        sine[303] = -53;
        sine[304] = -53;
        sine[305] = -52;
        sine[306] = -51;
        sine[307] = -51;
        sine[308] = -50;
        sine[309] = -49;
        sine[310] = -49;
        sine[311] = -48;
        sine[312] = -47;
        sine[313] = -46;
        sine[314] = -46;
        sine[315] = -45;
        sine[316] = -44;
        sine[317] = -43;
        sine[318] = -42;
        sine[319] = -41;
        sine[320] = -41;
        sine[321] = -40;
        sine[322] = -39;
        sine[323] = -38;
        sine[324] = -37;
        sine[325] = -36;
        sine[326] = -35;
        sine[327] = -34;
        sine[328] = -33;
        sine[329] = -32;
        sine[330] = -32;
        sine[331] = -31;
        sine[332] = -30;
        sine[333] = -29;
        sine[334] = -28;
        sine[335] = -27;
        sine[336] = -26;
        sine[337] = -25;
        sine[338] = -23;
        sine[339] = -22;
        sine[340] = -21;
        sine[341] = -20;
        sine[342] = -19;
        sine[343] = -18;
        sine[344] = -17;
        sine[345] = -16;
        sine[346] = -15;
        sine[347] = -14;
        sine[348] = -13;
        sine[349] = -12;
        sine[350] = -11;
        sine[351] = -10;
        sine[352] = -8;
        sine[353] = -7;
        sine[354] = -6;
        sine[355] = -5;
        sine[356] = -4;
        sine[357] = -3;
        sine[358] = -2;
        sine[359] = -1;
    end
    always@ (posedge(Clk))
    begin
        data_sin = sine[i_sin];
        i_sin = i_sin+ 1;
        if(i_sin == 359)
            i_sin = 0;
    end
    always@ (posedge(Clk))
    begin
        data_cos = sine[i_cos];
        i_cos = i_cos+ 1;
        if(i_cos == 359)
            i_cos = 0;
    end
endmodule

===== run.sh =====
#!/bin/bash
# OpenROAD 26Q1-2900-gdf79404cd8, Yosys 0.63+post, stock flow scripts
make -C /OpenROAD-flow-scripts/flow DESIGN_CONFIG=/design/flow/config.mk WORK_HOME=/design/flow/orfs finish

===== config.mk =====
export PLATFORM = sky130hd
export DESIGN_NAME = sin_cos
export DESIGN_NICKNAME = sin_cos
export VERILOG_FILES = /design/flow/design.v
export SDC_FILE = /design/flow/constraint.sdc
export NUM_CORES = 4
export LEC_CHECK = 1
export CORE_UTILIZATION = 50

===== constraint.sdc =====
current_design sin_cos

set clk_period 11.8
set clk_io_pct 0.2

create_clock -name clk0 -period $clk_period [get_ports {Clk}]

set non_clock_inputs [all_inputs -no_clocks]
set_input_delay [expr $clk_period * $clk_io_pct] -clock clk0 $non_clock_inputs
set_output_delay [expr $clk_period * $clk_io_pct] -clock clk0 [all_outputs]

==> run_results.csv <==
group,metric,value,unit
outcome,outcome,"complete, no violations",
worst_setup_path,rr_worst_depth,8,
logic_synthesis,syn_area,7610,um^2
grt,grt-ovfl-total,0,
logic_synthesis,largest_area_cell,"dfxtp_1",
final_layout,syn2layout_area_growth,5.26,%
grt,grt_max_degree,80,
grt,grt_pass1_vias,6696,
pwr,switching_share,22.5,%
logic_synthesis,mux_share,3.88,%
logic_synthesis,top_logic_kind,"simple AND/OR/NAND/NOR gates",
routing,diodes,0,
clock_network,clk_path_buf_depth,2,
pwr,seqPwrFrac,47.1,%
sta,finalMaxSlewViolations,0,
place,place_hpwl,13.9,mm
logic_synthesis,ys_sh_simple,28.3,%
routing,drt-total-wl,21.4,mm
pwr,leakagePower,2.60,nW
logic_synthesis,ff_type,"dfxtp_1",
clock_network,cts-root-buf,"clkbuf_16",
grt,grt_use_total,27.3,%
sta,skew,0.00632,ns
pwr,switchingPower,0.126,mW
logic_synthesis,yosysSeqAreaShare,20.5,%
grt,antenna_found_initial,0,
clock_network,clk_latency,0.35,ns
routing,dr_total_vias,7667,
worst_setup_path,worst-path-max-fanout,22,
logic_synthesis,synth-adder-area-share,6.58,%
clock_network,cts-buffers-inserted,9,
logic_synthesis,synth_dominant_cell_count,"nand2_1",
routing,drtIter0Drc,912,
logic_synthesis,synth-compound-area-share,27.9,%
logic_synthesis,syn_inst,1063,
pwr,clockPowerShare,52.9,%
place,place.gp.congestion,0.919,
routing,postRouteAntennaNets,0,
logic_synthesis,post-synth-top-area-fraction,20.5,%
sta,fin_crit,3.77,ns
final_layout,drive_above_1_share,6.46,%
sta,setup_viol,0,
worst_setup_path,critical-path-slowest-cell,"dfxtp_1",
hold_path,hp-class,"flip-flop to flip-flop",
hold_path,holdPathStages,1,
logic_synthesis,yosys_cells,1063,
clock_network,post-cts-setup-buffer-count,0,
clock_network,cts_htree_levels,3,
logic_synthesis,edf_count,0,
floorplanning,die_h,125,um
pwr,p_per_area,69.7,nW/um^2
job,warnings,55,
logic_synthesis,ys_ff,78,
floorplanning,dieArea,15700,um^2
clock_network,cts-resized-gates,0,
job,cap_viol_max_count,0,
worst_setup_path,cp_cell_sequence,"ha_1 -> nand4_2 -> nor4_1 -> mux2_2 -> nor4_2 -> nand4_1 -> nor4_4 -> o21ba_1",
logic_synthesis,synthArstFlopShare,0,%
worst_setup_path,worstSetupPathType,"flip-flop to flip-flop",
logic_synthesis,yosysWarnings,1,
worst_setup_path,arrival,4.01,ns
clock_network,clk_pin_slew,0.07,ns
routing,post_drt_wl_per_cell,17.9,um
sta,rsz0062_at_grt,"no",
worst_setup_path,cpPeakStageDelay,0.84,ns
logic_synthesis,synth_cell_types,73,
floorplanning,die_w,125,um
sta,worstMarginPinSlew,0.802,ns
worst_setup_path,critical_path_cell_count,8,
pwr,combPwrFrac,0,%
sta,max_slew_margin,46.4,%
grt,grt_pass1_wl,35.2,mm
worst_setup_path,timing.critical_path.buf_inv,0,
place,numPortBuffers,16,
floorplanning,fp_util,51.8,%
routing,firstDrtPassIters,6,
floorplanning,rows,44,
logic_synthesis,ys_sh_xor,6.21,%
worst_setup_path,critPathCaptureType,"flip-flop",
pwr,intPower,0.433,mW
sta,fin_setup_tns,0,ns
worst_setup_path,crit_family,"simple AND/OR/NAND/NOR gates",
clock_network,clkSinkCount,78,
routing,via_per_inst,6.44,
sta,finalHoldViolCount,0,
worst_setup_path,cp.required,12.04,ns
logic_synthesis,ys_area,7610,um^2
logic_synthesis,topCellsByArea,"dfxtp_1 21%, ha_1 6.6%, o21ai_0 5.7%",
floorplanning,core_area,14700,um^2
sta,post-route-period-util,31.9,%
worst_setup_path,worstSetupStartpointType,"flip-flop",
clock_network,postCtsHoldBufs,0,
logic_synthesis,syn_area_per_cell,7.16,um^2
floorplanning,ios,17,
sta,clock.fmax,0.265,GHz
pwr,finalPower,0.558,mW
routing,drcViolationCount,0,
clock_network,cts_tree,"built",
logic_synthesis,synthTopCellsByCount,"94 x nand2_1, 87 x o21ai_0, 82 x nor2_1, 78 x dfxtp_1, 74 x a21oi_1",
pwr,vdd_drop_max,71.0,uV
[area by class of cell]
type,count,area (um^2)
fillers,1426,6690
multi-input cells,856,5550
flip-flops and latches,78,1570
repair buffers,28,250
well taps,184,230
clock buffers,9,225
inverters,28,105
clock inverters,7,87.6
[worst reg2reg max path: stages (launching register included)]
cell,delay (ns)
dfxtp_1,0.84
ha_1,0.47
nand4_2,0.32
nor4_1,0.52
mux2_2,0.40
nor4_2,0.28
nand4_1,0.18
nor4_4,0.47
o21ba_1,0.21
[cell usage in the layout (no fill, tap or decap), types with 7 or more instances in the layout]
cell type / Yosys / routed
dfxtp_1: 78 / 73
nor4_1: 14 / 14
or3_1: 8 / 8
clkbuf_16: 0 / 9
mux2i_1: 16 / 16
buf_4: 2 / 12
nand3_1: 47 / 47
nand2b_1: 19 / 19
and3_1: 16 / 16
o22ai_1: 7 / 7
nor3b_1: 10 / 10
or2_2: 13 / 13
nor2_1: 82 / 82
o211ai_1: 18 / 18
nand4_1: 31 / 31
a31oi_1: 18 / 18
nor3_1: 27 / 27
a211o_1: 9 / 9
xnor2_1: 32 / 32
nand2_1: 94 / 94
a221oi_1: 7 / 7
ha_1: 40 / 40
a211oi_1: 19 / 19
o221ai_1: 7 / 7
clkdlybuf4s50_1: 0 / 16
xor2_1: 22 / 22
inv_1: 25 / 25
a21oi_1: 74 / 74
o21ai_0: 87 / 87
a311oi_1: 8 / 8
nor2b_1: 19 / 19
[logic make-up (layout without fill, tap and decap cells)]
| logic type | count (synthesis) | after routing |
|---|---|---|
| multiplexers | 25 | 25 |
| AND-OR/OR-AND | 325 | 325 |
| buffers and inverters | 129 | 72 |
| adder cells (fa/ha/maj) | 40 | 40 |
| XOR/XNOR | 54 | 54 |
| flip-flops | 78 | 78 |
| AND/OR/NAND/NOR | 412 | 412 |
[metrics by stage]
step                      hold WS, ns  cells  util [%]  worst slack, ns  cell area [um^2]
final                           0.463   1190      54.5             8.03              8010
after global routing            0.492   1190      54.5             7.67              8010
after CTS                       0.466   1190      54.5             8.04              8010
after detailed placement        0.453   1174      52.4             8.06              7700
after global placement          0.450   1174      52.4             8.15              7700
after floorplan                 0.419   1063         -             8.88              7610
[state kept, by name, indices dropped and copies added (netlist names)]
signal,cells
i_cos,32
data_sin,7
i_sin,32
data_cos,7
[layer usage]
layer,vias to the layer above,wire length [um],GRT usage (%)
met5,-,0,0
met4,0,195,3.37
met3,19,1460,3.40
met2,275,9370,40.0
met1,3570,10300,44.3
li1,3803,-,-
[power by group through the flow]
stage         registers [mW]   logic, mW  clock network, mW
CTS                    0.263  0.00000182              0.304
global route           0.263  0.00000182              0.314
finish                 0.263  0.00000182              0.295
[path summary, 6_finish.rpt]
check | startpoint | to | slack (ns)
min | i_sin[31] | i_sin[31] | 0.46
max reg2reg | i_sin[0] | i_sin[8] | 8.03
min reg2reg | i_sin[31] | i_sin[31] | 0.46
max | i_sin[0] | i_sin[8] | 8.03
Power figures rest on the tool's default switching activity, not on a simulated workload.
